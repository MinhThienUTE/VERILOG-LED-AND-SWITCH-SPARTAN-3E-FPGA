[flow/config.mk]
export PLATFORM = sky130hd
export DESIGN_NAME = topmodulee
export DESIGN_NICKNAME = topmodulee
export VERILOG_FILES = /design/flow/design.v
export SDC_FILE = /design/flow/constraint.sdc
export NUM_CORES = 4
export LEC_CHECK = 1
export CORE_UTILIZATION = 30
[flow/constraint.sdc]
current_design topmodulee

set clk_period 5.0
set clk_io_pct 0.2

create_clock -name clk0 -period $clk_period [get_ports {clk}]

set non_clock_inputs [all_inputs -no_clocks]
set_input_delay [expr $clk_period * $clk_io_pct] -clock clk0 $non_clock_inputs
set_output_delay [expr $clk_period * $clk_io_pct] -clock clk0 [all_outputs]
[flow/design.v]
`timescale 1ns / 1ps
module f2hz
#(parameter M=25000000)
(
input clk2hz,
output q2hz
    );	 
reg [30:0] r_reg;
wire [30:0] r_next;
initial r_reg = 0;
always @(posedge clk2hz)
	begin
		r_reg <= r_next;
	end
assign r_next = (r_reg==M)?0:r_reg+1;
assign q2hz = (r_reg<=M/2)?0:1;
endmodule
`timescale 1ns / 1ps
module f5hz
#(parameter M=10000000)
(
input clk5hz,
output q5hz
    );	 
reg [30:0] r_reg;
wire [30:0] r_next;
initial r_reg = 0;
always @(posedge clk5hz)
	begin
		r_reg <= r_next;
	end
assign r_next = (r_reg==M)?0:r_reg+1;
assign q5hz = (r_reg<=M/2)?0:1;
endmodule
`timescale 1ns / 1ps
module freq(
input clkfreq, sw,
output outfreq
    );
wire a;
wire b;
f2hz tanso2hz(clkfreq, a);
f5hz tanso5hz(clkfreq, b);
assign outfreq = (sw==1)?b:a;
endmodule
`timescale 1ns / 1ps
module mode(
input clk, reset,
    input [1:0] mode,
    output reg [7:0] led
);
initial led =8'b100000000;
    always @(posedge clk or posedge reset) 
	   begin
        if (reset)
            led <= 8'h01;
        else 
            if (mode == 2'b00) begin
                if (led[0] == 1)
                    led <= 8'b10000000;
					 else
						  led <= led >> 1;					 
					 end
		  else 
				if (mode == 2'b01) begin
                if (led == 8'b11111111)
                    led <= 8'h00;
					 else 
						  led <= led + 1;
                end
        else
				if (mode == 2'b10) begin
					 if (led[0] == 1)
                    led <= 8'b00000000;
                else
						  led <= {~led[0], led[7:1]};            
					 end
	 end
endmodule 
`timescale 1ns / 1ps
module topmodulee(
input clk, reset, freq,
input [1:0] mode,
output [7:0] LED
    );
wire speed;
freq tanso(clk, freq, speed);
mode mode1(.clk(speed), .reset(reset), .mode(mode), .led(LED));
endmodule
[flow/run.sh]
#!/bin/bash
# OpenROAD 26Q1-2900-gdf79404cd8, Yosys 0.63+post, stock flow scripts
make -C /OpenROAD-flow-scripts/flow DESIGN_CONFIG=/design/flow/config.mk WORK_HOME=/design/flow/orfs finish
==> impl_metrics.ini <==
; implementation run metrics
[status]
status = finished clean

[synth]
topCellsByArea = dfxtp_1 36%, xnor2_1 8.1%, xor2_1 7.1%
top_area_cell = dfxtp_1
ys_seq_share_pct = 41.6
top_area_share_pct = 35.8
yosys_cells = 381
ys.flops = 70
ys_types = 49
syn_area_um2 = 3470
ff_type = dfxtp_1
edf_count = 0
synthArstFlopShare_pct = 11.4
yosys_area_um2 = 3470
avgSynthCellArea_um2 = 9.11
syn_inst = 381
ys_warn_count = 4

[cts]
clock_latency_ns = 0.32
cts_tree = done
cts_setup_buffers = 0
cts-root-buf = clkbuf_16
htreeDepth = 3
clockBufferDepth = 2
cts_buffers = 9
cts_resized = 0
cts_hold_buffers = 0
clk_pin_slew_ns = 0.05

[route]
wire_per_inst_um = 12.4
drt-total-wl_um = 6660
ant_nets = 0
vias = 2636
drt_pass1_iterations = 4
drc = 0
via_per_inst = 4.93
antenna_cells = 0
drt_iter0_markers = 125

[finish]
layout_top_cell = dfxtp_1
nFillCells = 1081
layout-drive-gt1-share_pct = 6.84
fin_cells = 535
area_delta_synth_final_pct = 13.9
final_cell_mix = 62 x dfxtp_1, 38 x nor2_1, 35 x nand2_1

[critical_path]
worstSetupPathType = register to register
cpPeakStageDelay_ns = 0.66
crit_slowest_cell = nor2_1
crit_buf_inv = 0
critPathMaxFanout = 11
critPathLaunchType = register
endpoint_kind = register
critPathTopFamily = simple AND/OR/NAND/NOR gates
critPathRequiredTime_ns = 5.18
crit_top_cell = nor2_1
worstPathCellList = or4_1, nor4_2, nand3_1, nor2_1, nor2_1
crit_arrival_ns = 2.39

[placement]
numPortBuffers = 12
gp_congestion = 0.867
post-place-cells = 520
dp_hpwl_um = 4550

[grt]
grt_pass1_vias = 2426
grt_first_pass_wirelength_um = 11400
grt-ovfl-total = 0
grt_max_degree = 16
grt_usage_pct = 12.1
antenna_found_initial = 0

[die]
die-height_um = 110
die_w_um = 110
core_region_area_um2 = 11100
pin_count = 13
floorplan.core_util_pct = 31.3
chipArea_um2 = 12000
rows = 38

[timing]
post-route-min-period_ns = 2.21
fmax_mhz = 453
fin_tns_setup_ns = 0
max_slew.worst_pin.slew_ns = 0.830
untimed_endpoints = 16
finalCritPeriodShare_pct = 44.2
hold_ws_ns = 0.453
rsz0062_at_grt = false
finClkSkew_ns = 0.00777
slew-limit-headroom_pct = 44.2
hold_viol = 0
setup_viol = 0
drv_slew = 0
unclocked_regs = 8

[power]
p_leak_nw = 1.51
pwr_density_cell_nw_per_um2 = 273
peakVddDrop_v = 0.000139

[job]
cap_violations = 0
warnings = 28

[min_path]
hp-class = register to register
==> where the power goes <==
part	switching (W)	internal (W)	leakage, nW
registers	0.00000163	0.000499	0.601
logic	0.00000963	0.00000870	0.770
clock network	0.000205	0.000356	0.137
total	0.000217	0.000863	1.51
==> path summary, 6_finish.rpt <==
check / from / end / depth (start not counted) / slack (ns)
min: tanso.tanso5hz.r_reg[30] / tanso.tanso5hz.r_reg[30] / 1 / 0.45
max reg2reg: tanso.tanso5hz.r_reg[26] / tanso.tanso5hz.r_reg[12] / 5 / 2.79
max: tanso.tanso5hz.r_reg[26] / tanso.tanso5hz.r_reg[12] / 5 / 2.79
min reg2reg: tanso.tanso5hz.r_reg[30] / tanso.tanso5hz.r_reg[30] / 1 / 0.45
==> cells by family (layout without fill, tap and decap cells) <==
logic type      Yosys count  after routing  synth area share, %
simple gates            193            193                 31.6
flops                    70             70                 41.6
xor+xnor                 60             60                 15.1
buf+inv                  27             41                 4.15
compound gates           25             25                 5.37
fa+ha+maj                 6              6                 2.16
==> routing by layer <==
layer  GRT usage (%)  part of all wire [%]  vias to the layer above
met2            18.6                    43                       44
met1            18.3                    52                     1212
met5               0                     0                        -
li1                -                     -                     1370
met4            1.90                   1.9                        0
met3            2.05                   3.0                       10
==> final cells by class <==
cell class              count  area [um^2]  area share, %
well taps                 140          175           4.43
flip-flops and latches     70         1440           36.5
multi-input cells         284         1880           47.7
inverters                  13         48.8           1.23
clock buffers              11          253           6.39
clock inverters             4         22.5          0.570
repair buffers             13          128           3.23
==> synthesized netlist by cell type (6+ instances only) <==
library cell	n
nand4_1	21
xor2_1	28
nor2_1	38
nand2_1	35
inv_1	13
nor3_1	14
nand3_1	30
dfrtp_1	7
ha_1	6
nor4_1	6
xnor2_1	32
o21ai_0	10
and3_1	11
and4_1	11
dfxtp_1	62
==> per-stage QoR <==
step / utilization, % / instance area (um^2) / total power (W) / setup slack [ns]
after floorplan: - / 3470 / 0.000520 / 3.34
after global placement: 33.2 / 3680 / 0.000529 / 2.81
after detailed placement: 33.2 / 3680 / 0.000529 / 2.76
after CTS: 35.7 / 3950 / 0.00109 / 2.76
after global routing: 35.7 / 3950 / 0.00112 / 2.56
final: 35.7 / 3950 / 0.00108 / 2.79
Power figures rest on the tool's default switching activity, not on a simulated workload.
